### design.v
module keypad_lock(count, clk, rst, number, key, doorUnlocked, doorLocked, stateOut, correctCount, keyNeeded);
  input clk, rst;
  input [3:0] number;
  input key;
  input [2:0] count;
  output doorLocked;
  output doorUnlocked;
  output [3:0] stateOut;
  output [3:0] correctCount;
  output keyNeeded;
  reg doorLocked;
  reg doorUnlocked;
  reg [3:0] stateOut;
  reg [3:0] correctCount;
  reg keyNeeded;
  parameter state0=0, state1=1, state2=2, state3=3, state4=4, state5=5, state6=6, state7=7, state8=8;
  reg[3:0] state, nxt_st;
  always @(doorUnlocked)
    begin
      if(doorUnlocked == 1 && count != 4)
        begin
        	doorUnlocked = 0;
       		doorLocked = 1;
        end
    end
  always @(state or number or key)
    begin: next_state_logic
      case(state)
        state0:
          begin
            keyNeeded = 0;
            correctCount = 0;
            if(number == 4)
              begin
                nxt_st = state5;
                correctCount += 1;
                keyNeeded = 1;
              end
            else if(number == 1)
              begin
                nxt_st = state1;
                correctCount += 1;
              end
            else nxt_st = state0;
          end
        state1:
          begin
            if(number == 3)
              begin
                nxt_st = state2;
                correctCount += 1;
              end
            else nxt_st = state0;
          end
        state2:
          begin
            if(number == 3)
              begin
                nxt_st = state3;
                correctCount += 1;
              end
            else nxt_st = state0;
          end
        state3:
          begin
            if(number == 7 && key == 0)
              begin
                nxt_st = state4;
                correctCount += 2;
              end
            else nxt_st = state0;
          end
        state4:
          begin
            nxt_st = state0;
          end
        state5:
          begin
            if(number == 9)
              begin
                nxt_st = state6;
                correctCount += 1;
              end
            else nxt_st = state0;
          end
        state6:
          begin
            if(number == 2)
              begin
                nxt_st = state7;
                correctCount += 1;
              end
            else nxt_st = state0;
          end
        state7:
          begin
            if(number == 3)
              begin
                nxt_st = state8;
                correctCount += 1;
              end
            else nxt_st = state0;
          end
        state8:
          begin
            if(key == 1)
              begin
                nxt_st = state4;
                correctCount += 1;
              end
            else nxt_st = state0;
          end
        default:
          begin
            nxt_st = state0;
          end
      endcase
    end
  always @(posedge clk or posedge rst)
    begin: register_generation
      if(rst)
        state = state0;
      else
        state = nxt_st;
    end
  always @(state) begin: output_logic
    case(state)
      state0:
        begin
          doorLocked = 1'b1;
          doorUnlocked = 1'b0;
          stateOut = 4'd0;
        end
      state1:
        begin
          doorLocked = 1'b1;
          doorUnlocked = 1'b0;
          stateOut = 4'd1;
        end
      state2:
        begin
          doorLocked = 1'b1;
          doorUnlocked = 1'b0;
          stateOut = 4'd2;
        end
      state3:
        begin
          doorLocked = 1'b1;
          doorUnlocked = 1'b0;
          stateOut = 4'd3;
        end
      state4:
        begin
          doorLocked = 1'b0;
          doorUnlocked = 1'b1;
          stateOut = 4'd4;
        end
      state5:
        begin
          doorLocked = 1'b1;
          doorUnlocked = 1'b0;
          stateOut = 4'd5;
        end
      state6:
        begin
          doorLocked = 1'b1;
          doorUnlocked = 1'b0;
          stateOut = 4'd6;
        end
      state7:
        begin
          doorLocked = 1'b1;
          doorUnlocked = 1'b0;
          stateOut = 4'd7;
        end
      state8:
        begin
          doorLocked = 1'b1;
          doorUnlocked = 1'b0;
          stateOut = 4'd8;
        end
      default:
        begin
          doorLocked = 1'b1;
          doorUnlocked = 1'b0;
          stateOut = 4'd0;
        end
    endcase
  end
endmodule
### run.sh
#!/bin/bash
# OpenROAD 26Q1-2900-gdf79404cd8, Yosys 0.63+post, stock flow scripts
make -C /OpenROAD-flow-scripts/flow DESIGN_CONFIG=/design/flow/config.mk WORK_HOME=/design/flow/orfs finish
### config.mk
export PLATFORM = sky130hd
export DESIGN_NAME = keypad_lock
export DESIGN_NICKNAME = keypad_lock
export VERILOG_FILES = /design/flow/design.v
export SDC_FILE = /design/flow/constraint.sdc
export NUM_CORES = 4
export LEC_CHECK = 1
export CORE_AREA = 10 10 70 70
export DIE_AREA = 0 0 80 80
### constraint.sdc
current_design keypad_lock

set clk_period 1.9
set clk_io_pct 0.2

create_clock -name clk0 -period $clk_period [get_ports {clk}]

set non_clock_inputs [all_inputs -no_clocks]
set_input_delay [expr $clk_period * $clk_io_pct] -clock clk0 $non_clock_inputs
set_output_delay [expr $clk_period * $clk_io_pct] -clock clk0 [all_outputs]
==> impl_metrics.ini <==
; synthesis and place-and-route metrics
[place]
io_buffers = 15
dpl.cell_count = 145
dp_slack_ns = -0.119
gp_congestion = 0.863
placed_cell_area_um2 = 925
dp_hpwl_um = 1320

[timing]
unclocked_pins = 5
fmax_ghz = 0.558
worstMarginPinSlew_ns = 0.622
slew_violations = 0
worst_slack_ns = 0.107
finalHoldViolations = 0
untimed_endpoints = 10
post-route-period-util_pct = 94.4
rsz0062_at_grt = false
setup_viol = 0
fin_skew_ns = 0.000711
maxSlewHeadroom_pct = 58.0
fin_tns_setup_ns = 0
fin_crit_ns = 1.79

[run_status]
outcome = finished clean

[floorplan]
die_h_um = 80
initial_core_util_pct = 18.6
core_um2 = 3420
die_x_um = 80
design.portCount = 21
chipArea_um2 = 6400
core.rowCount = 21

[routing]
drt-wirelength-per-cell_um = 11.2
num_vias = 624
drt-total-wl_um = 1680
antenna_cells = 0
drt_iter0_drc = 28
postRouteAntennaNets = 0
drtPass1Iterations = 4
drc = 0
viasPerCell = 4.16

[cts]
clock_latency_ns = 0.23
cts_root_buf = clkbuf_4
cts_tree = yes
clock_path_buffers = 2
cts-htree-levels = 1
cts_hold_buffers = 0
cts_buffers = 3
clkSlewWorstSetupHoldPaths_ns = 0.04

[worst_setup_path]
end_kind = output pin
critPathKind = reg2out
crit_arrival_ns = 1.41
reg2regPathDepth = 4
critical_path.max_stage_delay_ns = 0.51
crit_path_cell_trace = nor2b_1 -> clkdlybuf4s50_1
cp.required_ns = 1.52
crit_path_max_fanout = 6
cp_slowest_cell = clkdlybuf4s50_1
critical_path.top_delay_family = buffers and inverters
critPathBufInv = 1
r2r_start = state[3]$_DFF_PP0_
start_kind = register
regToRegEndpoint = state[2]$_DFF_PP0_
r2r_slack_ns = 0.41

[flow_run]
maxCapViolations = 0
tool_warnings = 28

[synthesis]
yosysCellCount = 75
adder_share_pct = 3.94
yosysWarningCount = 34
ys_sh_aoi_pct = 20.7
xor_share_pct = 4.13
ys_ff = 9
synth-edff-count = 0
synthCells = 75
synth-simple-area-share_pct = 34.8
postSynthAreaPerCell_um2 = 8.47
logic_family = simple AND/OR/NAND/NOR gates
syn_area_um2 = 636
synth_cell_types = 44
mux_area_share_pct = 1.57
yosys-stat-area_um2 = 636
async_reset_ff_share_pct = 44.4
synth-main-ff-cell = dlxtn_1

[grt]
grt_pass1_wl_um = 2650
antenna_found_initial = 0
first_global_vias = 595
grt_max_degree = 10
grt_overflow_total = 0
grt_usage_pct = 4.83

[cells_and_area]
utilization_pct = 28.7
layout_top_cell = buf_4
n_fill_cell = 378
combGateArea_um2 = 433
synthToLayoutAreaGrowth_pct = 54.1
final_cells = 150
drive_above_1_share_pct = 25.0
layout_top_cells = buf_4 (17), clkdlybuf4s50_1 (14), nand2_1 (4), o21ai_0 (4), dlxtn_1 (4)
finalInstanceArea_um2 = 980
seq_area_um2 = 179

[power_and_ir_drop]
p_leak_nw = 0.439
cellPowerDensity_nw_per_um2 = 290
vdd_drop_max_mv = 0.0878

[min_path]
hold_path_class = in2async
[stage by stage]
stage	hold WS [ns]	power (mW)
after floorplan	0.146	0.137
after global routing	0.347	0.303
after global placement	0.534	0.178
after detailed placement	0.541	0.180
final	0.326	0.284
after CTS	0.323	0.290
[how the worst max path moves through the flow]
stage                  start                  to  cells after the start
4_1_cts   state[2]$_DFF_PP0_         stateOut[3]                      2
5_1_grt            number[0]  state[2]$_DFF_PP0_                      5
6_report  state[3]$_DFF_PP0_         stateOut[1]                      2
[cell families (layout without fill, tap and decap cells)]
family	Yosys count	in the layout
AND/OR/NAND/NOR	32	32
AND-OR/OR-AND	18	18
buffers and inverters	8	37
latches	5	5
flip-flops	4	4
XOR/XNOR	3	3
adder cells (fa/ha/maj)	2	2
other	2	2
multiplexers	1	1
[cells in the mapped netlist (all sizes together) (2+ instances only)]
master	count	area [um2]
o21ai	5	25.0
xor2	2	17.5
nor2b	4	25.0
nand2b	3	18.8
ha	2	25.0
dfrtp	4	100
nor4b	3	32.5
a211o	2	17.5
nand2	4	15.0
conb	2	7.51
or3	2	12.5
inv	2	7.51
nor4bb	2	20.0
nand3	2	10.0
clkbuf	3	11.3
nor3b	2	15.0
dlxtn	4	60.1
buf	3	20.0
a211oi	2	20.0
nor2	2	7.51
[sequential cells by signal, summed over array words and instances (netlist names)]
signal	count
correctCount	4
keyNeeded	1
state	4
[power breakdown]
part / internal (mW) / switching [mW] / total (mW)
logic: 0.0482 / 0.0330 / 0.0813
registers: 0.0952 / 0.00450 / 0.0997
clock network: 0.0705 / 0.0326 / 0.103
total: 0.214 / 0.0701 / 0.284
[layer usage]
layer,vias up,wire length [um],GRT usage (%)
met5,-,0,0
li1,337,-,-
met2,15,715,6.90
met1,270,873,7.25
met4,0,27,1.58
met3,2,60,0.568
[layout make-up]
class                      count  area share, %
clock buffer                   3           2.30
inverter                       2          0.766
multi-input combinational     58           44.2
sequential                     9           18.3
tap                           46           5.87
timing repair buffer          32           28.6
[timing repair]
action | 4_1_cts | 5_1_grt
resized | 2 | 4
gates cloned | 0 | 0
pin swaps | 1 | 0
endpoints found under the setup margin | 1 | 2
hold endpoints to repair | 0 | 0
buffers inserted | 1 | 1
No activity file was given, so power comes from the tool's default toggle rates.
